==> run.sh <==
#!/bin/bash
# OpenROAD 26Q1-2900-gdf79404cd8, Yosys 0.63+post, stock flow scripts
make -C /OpenROAD-flow-scripts/flow DESIGN_CONFIG=/design/flow/config.mk WORK_HOME=/design/flow/orfs finish
==> config.mk <==
export PLATFORM = sky130hd
export DESIGN_NAME = FIFO_shift_reg_beh
export DESIGN_NICKNAME = FIFO_shift_reg_beh
export VERILOG_FILES = /design/flow/design.v
export SDC_FILE = /design/flow/constraint.sdc
export NUM_CORES = 4
export LEC_CHECK = 1
export CORE_UTILIZATION = 40
==> constraint.sdc <==
current_design FIFO_shift_reg_beh

set clk_period 8.9
set clk_io_pct 0.2

create_clock -name clk0 -period $clk_period [get_ports {clk}]

set non_clock_inputs [all_inputs -no_clocks]
set_input_delay [expr $clk_period * $clk_io_pct] -clock clk0 $non_clock_inputs
set_output_delay [expr $clk_period * $clk_io_pct] -clock clk0 [all_outputs]
==> design.v <==
`timescale 1ns / 1ps                                       
module FIFO_shift_reg_beh
#(
    parameter FIFO_width = 32,                           
    parameter FIFO_depth = 10
 )
(
    output reg [FIFO_width - 1 : 0] dataOut,                 
    output empty, full,                                      
    input readEnable, writeEnable,                           
    input [FIFO_width - 1 : 0] dataIn,                       
    input enable, reset, clk                                 
    );
    parameter noAddressBits = $clog2(FIFO_depth);                    
    reg [FIFO_width - 1 : 0] FIFO_memory [FIFO_depth - 1 : 0];       
    reg [noAddressBits - 1 : 0]  writePosition = 0;                  
    reg fullFlag = 1'b0;                                             
    assign empty = (writePosition == 0)? 1'b1:1'b0;                  
    assign full = ((writePosition == FIFO_depth - 1) && fullFlag)? 1'b1:1'b0;      
    integer i;                                                       
    always @(posedge clk)                                    
        begin 
            if(enable == 0)                                  
                begin
                end
            else
                begin
                    if(reset == 1)                           
                        begin
                            writePosition <= 0;
                            dataOut <= 0;
                            fullFlag <= 0;              
                            for (i = 0; i < FIFO_depth; i = i + 1)    
                                begin
                                    FIFO_memory[i] <= {FIFO_width{1'b0}};      
                                end
                        end
                    else if (readEnable && !empty)           
                        begin
                            dataOut <= FIFO_memory[0];       
                            for(i = 0; i < FIFO_depth - 1; i = i + 1)       
                                begin
                                    FIFO_memory[i] <= FIFO_memory[i+1];             
                                end
                            FIFO_memory[FIFO_depth - 1] <= {FIFO_width{1'b0}};              
                            writePosition <= writePosition - 1;       
                            fullFlag <= 1'b0;                         
                        end                
                    else if (writeEnable && !full)             
                        begin
                            FIFO_memory[writePosition] <= dataIn;           
                            if(writePosition == FIFO_depth - 1)
                                begin
                                    fullFlag <= 1'b1;                
                                end
                            else
                                begin
                                    writePosition <= writePosition + 1;      
                                end
                        end
                    else
                        begin
                        end 
                end
        end    
endmodule
==> flow_summary_export.csv <==
group,metric,value,unit
run_status,outcome,"finished clean",
sta,setup_violations,0,
sta,slew_headroom,39.8,%
yosys,yosys_cells,1302,
critical_path,max_stage_delay,0.70,ns
min_path,hold_class,"reg2reg",
die,io_pins,71,
detailed_routing,route.detailed.drc,0,
clocking,cts.clk_slew.worst_paths,0.06,ns
placed_design,pre_cts_ws,3.79,ns
yosys,synth_area,16000,µm²
yosys,synth_cells,1302,
finish,syn2layout_area_growth,14.5,%
placed_design,dpl.hpwl,23900,µm
die,placementRows,72,
clocking,cts_setup_buffers,0,
clocking,clockBufferDepth,3,
die,fp_util,41.0,%
die,die_w,202,µm
yosys,synthArstFlopShare,0,%
detailed_routing,antenna_cells,0,
critical_path,worstPathCellList,"buf_2 -> buf_4 -> o41a_2 -> buf_4 -> o21ai_0 -> buf_4 -> nand2b_2 -> buf_4",
finish,drive_gt1_share,8.35,%
placed_design,gp_congestion,0.849,
sta,tightest_slew,0.903,ns
sta,finalCritPeriodShare,51.6,%
power_and_ir_drop,peakVddDrop,0.000134,V
sta,hold_viol,0,
sta,maxSlewViolCount,0,
flow_run,cap_violations,0,
critical_path,crit_type,"in2reg",
yosys,synth_flops,357,
clocking,htree_levels,2,
detailed_routing,vias,11200,
detailed_routing,ant_nets,0,
global_route,grt_max_degree,90,
global_route,grt_use_total,23.5,%
critical_path,cp-end-kind,"flop",
clocking,cts_tree,"done",
die,die_h,202,µm
yosys,enable_flop_cells,357,
critical_path,crit_top_cell,"buf_4",
yosys,yosys_warnings,1,
global_route,grt_overflow_total,0,
die,core,39100,µm²
sta,min_period,4.59,ns
clocking,ctsHoldBuffers,0,
detailed_routing,first_pass_iters,5,
detailed_routing,routed_wl,44100,µm
clocking,clock_sinks,357,
yosys,ys_seq_share,66.9,%
critical_path,critPathSlowestCell,"o41a_2",
clocking,insertion_delay,0.57,ns
clocking,numCtsBuffers,40,
sta,finClkSkew,0.0271,ns
power_and_ir_drop,power.density,212,nW/µm²
power_and_ir_drop,p_leak,5.90,nW
critical_path,crit_arrival,4.79,ns
flow_run,openroad.warnings,25,
clocking,cts_resized,0,
clocking,clockRootBuffer,"clkbuf_16",
detailed_routing,drt_iter0_drc,718,
sta,setup_tns,0,ns
global_route,first_global_vias,11200,
yosys,synthFlopType,"edfxtp_1",
global_route,grt_pass1_wl,67600,µm
sta,fin_ws,4.31,ns
global_route,antenna_found_initial,0,
yosys,syn_area_per_cell,12.3,µm²
sta,max_freq,218,MHz
yosys,ys_types,39,
detailed_routing,via_per_inst,6.02,
critical_path,cp.required,9.09,ns
yosys,synth_chip_area,16000,µm²
critical_path,startpoint_type,"input pin",
detailed_routing,wl_per_cell,23.7,µm
critical_path,critical_path_peak_fanout,41,
placed_design,numPortBuffers,70,
sta,rsz0062_at_grt,"no",
die,die_area,40800,µm²
## flip-flops by register name (all words and copies together), names as in the netlist
signal	cells
FIFO_memory	320
dataOut	32
fullFlag	1
writePosition	4
## per-layer routing
| layer | track usage (%) | vias to the layer above | part of all wire (%) |
|---|---|---|---|
| met3 | 11.8 | 60 | 12 |
| li1 | - | 5037 | - |
| met1 | 32.9 | 5512 | 39 |
| met5 | 0.238 | - | 0 |
| met2 | 35.1 | 593 | 47 |
| met4 | 4.43 | 0 | 2.0 |
## critical path: cells and delay by family
family,cells,cell delay [ns]
buffers and inverters,5,1.81
AND/OR/NAND/NOR,1,0.27
AND-OR/OR-AND,2,0.86
## stage by stage
step / instance area [µm²] / hold slack [ns] / std cells / total power, W / util (%)
after global placement: 17100 / 0.515 / 1786 / 0.00234 / 43.8
after global routing: 18300 / 0.541 / 1860 / 0.00400 / 46.9
final: 18300 / 0.528 / 1860 / 0.00388 / 46.9
after CTS: 18300 / 0.531 / 1860 / 0.00390 / 46.9
after detailed placement: 17100 / 0.520 / 1786 / 0.00234 / 43.8
after floorplan: 16000 / 0.509 / 1302 / 0.00220 / -
## placed cells by master, fill, tap and decap left out, drive strengths merged, types with 6 or more instances in the layout
cell type,synthesis,final
nand2,135,135
a22o,64,64
o22ai,128,128
edfxtp,357,357
buf,60,41
clkinv,0,12
nor2,6,6
nand4,64,64
inv,4,7
clkdlybuf4s50,0,66
a21oi,65,65
clkbuf,81,56
nand3,166,166
a21boi,38,38
nor2b,68,68
and2,34,34
## final timing paths
check                          start                 end  slack (ns)  cells after the start
setup / recovery          readEnable  FIFO_memory[6][10]        4.31                      8
hold / removal    FIFO_memory[3][29]  FIFO_memory[2][29]        0.53                      1
setup reg to reg    writePosition[3]  FIFO_memory[6][10]        5.30                      7
hold reg to reg   FIFO_memory[3][29]  FIFO_memory[2][29]        0.53                      1
## power breakdown
part	internal (W)	switching (W)
Clock	0.000909	0.000661
Sequential	0.00195	0.0000271
Combinational	0.0000936	0.000232
Total	0.00296	0.000921
## cell usage after synthesis, drive strengths merged, types with 2 or more instances
master | n | share of area [%]
a21boi | 38 | 1.8
buf | 60 | 2.1
a21o | 2 | 0.094
nor4 | 2 | 0.17
o22ai | 128 | 5.0
nand3b | 2 | 0.094
and3 | 3 | 0.12
nor2 | 6 | 0.14
inv | 4 | 0.094
a21oi | 65 | 2.0
a22o | 64 | 3.5
nand4 | 64 | 2.5
nor3 | 2 | 0.063
nand2b | 4 | 0.16
nor4b | 2 | 0.11
edfxtp | 357 | 67
and2 | 34 | 1.3
clkbuf | 81 | 1.9
nand3 | 166 | 5.2
o21ai | 3 | 0.094
nor2b | 68 | 2.7
nand2 | 135 | 3.2
## area by class of cell
type                       count  area (µm²)
fill                        3434       20800
sequential                   357       10700
multi-input combinational    800        4750
clock buffer                  56        1080
timing repair buffer         107         967
tap                          518         648
clock inverter                18         144
inverter                       4        15.0
## logic make-up after synthesis
family,Yosys count,share of synthesized area (%)
muxes,1,0.0703
adders and majority gates,1,0.0781
buffers and inverters,145,4.09
and+or+nand+nor,493,16.0
DFF,357,66.9
AOI/OAI and AO/OA,305,12.8
No activity file was given, so power comes from the tool's default toggle rates.
